**design/flow/run.sh**
```bash
#!/bin/bash
# OpenROAD 26Q1-2900-gdf79404cd8, Yosys 0.63+post, stock flow scripts
make -C /OpenROAD-flow-scripts/flow DESIGN_CONFIG=/design/flow/config.mk WORK_HOME=/design/flow/orfs finish
```
**design/flow/config.mk**
```make
export PLATFORM = sky130hd
export DESIGN_NAME = uartTop
export DESIGN_NICKNAME = uartTop
export VERILOG_FILES = /design/flow/design.v
export SDC_FILE = /design/flow/constraint.sdc
export NUM_CORES = 4
export LEC_CHECK = 1
export CORE_UTILIZATION = 50
```
**design/flow/constraint.sdc**
```tcl
current_design uartTop

set clk_period 3.3
set clk_io_pct 0.2

create_clock -name clk0 -period $clk_period [get_ports {clk}]

set non_clock_inputs [all_inputs -no_clocks]
set_input_delay [expr $clk_period * $clk_io_pct] -clock clk0 $non_clock_inputs
set_output_delay [expr $clk_period * $clk_io_pct] -clock clk0 [all_outputs]
```
**design/flow/design.v**
```verilog
`timescale 1ns / 1ps
module uartTop( 
    clk,
    rstn,
    uart_tx
    );
    input clk;
    input rstn;
    output uart_tx;
    wire [2:0] Baudrate_Set ;  
    reg send_go;
    wire[7:0] data ; 
    reg [7:0] data_reg;
    wire Tx_Done ;
    assign Baudrate_Set = 3'd4;
    uart_top u_uart_top(
        .clk          ( clk          ),
        .rstn         ( rstn         ),
        .Baudrate_Set ( Baudrate_Set ),
        .send_go      ( send_go      ),
        .data         ( data         ),
        .data_tx      ( uart_tx      ),
        .Tx_Done      ( Tx_Done      )
    );
    reg [25:0] cnt ;
    always @(posedge clk or negedge rstn) begin
        if(!rstn)begin
            cnt <= 26'd0;
        end
        else begin
            if (cnt == 26'd49_999_999) begin  
                cnt <= 26'd0;
            end
            else begin
                cnt <= cnt + 1'b1;
            end
        end
    end
    always @(posedge clk or negedge rstn) begin
        if (!rstn) begin
            send_go <= 1'b0;
        end
        else begin
            if (cnt == 19'd1) begin  
                send_go <= 1'b1;
            end
            else begin
                send_go <= 1'b0;
            end
        end
    end
    always @(posedge clk or negedge rstn) begin
        if (!rstn) begin
            data_reg <= 8'd0;
        end
        else begin
            if (Tx_Done) begin
                data_reg <= data_reg + 1'b1;
            end           
        end
    end
    assign data = data_reg ;
endmodule
`timescale 1ns / 1ps
module uart_top(
    input clk,
    input rstn,
    input [2:0] Baudrate_Set, 
    input send_go, 
    input [7:0] data,
    output data_tx,
    output Tx_Done  
    );
    parameter SendStartValue = 1'b0;
    parameter SendOverValue = 1'b1;
    reg[17:0] div_cnt; 
    reg [17:0] bps_DR;
    reg [3:0] bps_cnt;
    wire bps_clk;
    reg send_en; 
    reg data_tx_reg;
    reg Tx_Done_Reg;
    reg [7:0] data_reg; 
    always @(posedge clk or negedge rstn) begin
        if (!rstn) begin
            data_reg <= 8'd0;
        end
        else begin
            if (send_go) begin 
                data_reg <= data ;
            end
            else begin
                data_reg <= data_reg;
            end
        end
    end
    always @(*) begin
        case(Baudrate_Set)
        3'd0:bps_DR =  1_000_000_000 / 9600 / 20 ;
        3'd1:bps_DR =  1_000_000_000 / 19200 / 20 ; 
        3'd2:bps_DR =  1_000_000_000 / 38400 / 20 ;
        3'd3:bps_DR =  1_000_000_000 / 57600 / 20 ;
        3'd4:bps_DR =  1_000_000_000 / 115200 / 20 ;
        default : bps_DR = 1_000_000_000 / 9600 / 20 ;
        endcase
    end
    always @(posedge clk or negedge rstn) begin
        if(!rstn)begin
            div_cnt <= 18'd0;
        end
        else begin
            if(send_en)begin
                if (div_cnt == bps_DR - 1'b1) begin
                        div_cnt <= 18'd0 ;
                end
                else begin
                    div_cnt <= div_cnt + 1'b 1 ; 
                end
            end
            else begin
                div_cnt <= 18'd0;
            end
        end
    end
    assign bps_clk = (div_cnt == 1);
    always @(posedge clk or negedge rstn) begin
        if(!rstn)begin
            bps_cnt <= 4'd0;
        end
        else begin
            if (send_en) begin
                if (bps_clk) begin
                    if (bps_cnt == 4'd11) begin
                            bps_cnt <= 4'd0;                       
                    end
                    else begin
                        bps_cnt <= bps_cnt + 1'b1;
                    end
                end 
            end
            else begin
                bps_cnt <= 4'd0;
            end
        end
    end
    always @(posedge clk or negedge rstn) begin
        if (!rstn) begin
            data_tx_reg <= 1'b0;
        end
        else begin
            case (bps_cnt)
                4'd1:data_tx_reg <=SendStartValue; 
                4'd2:data_tx_reg <= data_reg[0];
                4'd3:data_tx_reg <= data_reg[1];
                4'd4:data_tx_reg <= data_reg[2];
                4'd5:data_tx_reg <= data_reg[3];
                4'd6:data_tx_reg <= data_reg[4];
                4'd7:data_tx_reg <= data_reg[5];
                4'd8:data_tx_reg <= data_reg[6];
                4'd9:data_tx_reg <= data_reg[7];
                4'd10:data_tx_reg <= SendOverValue;
                4'd11:begin 
                    data_tx_reg <= SendOverValue;
                end 
                default :data_tx_reg <= 1'b1;
            endcase
        end
    end
   always @(posedge clk or negedge rstn) begin
        if (!rstn) begin
            send_en <= 1'b0;
        end
        else begin
            if (send_go) begin  
                send_en <= 1'b1;
            end
            else begin
                if (Tx_Done) begin
                    send_en <= 1'b0;
                end
            end
        end
    end
    always @(posedge clk or negedge rstn) begin
        if (!rstn) begin
            Tx_Done_Reg <= 1'b0;
        end
        else begin
            if ((bps_clk == 1'b1) && (bps_cnt == 4'd10)) begin  
                Tx_Done_Reg <= 1'b1;
            end
            else begin
                Tx_Done_Reg <= 1'b0;
            end
        end
    end
    assign data_tx = data_tx_reg;
    assign Tx_Done = Tx_Done_Reg;
endmodule
```
==> reports/metrics.csv <==
metric,value,unit
Fmax,0.428,GHz
met1 WL,3050,um
top cells by count,"dfrtp_1, nor2_1, xnor2_1",
Iter 0 DRT Violations,137,
placed insts,408,
Max Root-Sink Buffers,2,
"EDFF count, synth",0,
"count leader, synth",dfrtp_1,
syn_area_per_cell,10.2,um2
WHS,277,ps
post-layout util,0.574,
critical path class,flop to flop,
Reg power frac,0.549,
Routability Congestion,0.862,
# DRC,0,
ys flop type,dfrtp_1,
setup_tns,0,ps
largest net degree at the start of global routing,29,
cells on worst reg2reg path,4,
CP Launch Type,flop,
CTS Hold Bufs,0,
fin cells,422,
VDD IR-drop max,0.358,mV
die area,7170,um2
Die Y,84.7,um
ys async rst share,1.00,
cell area after synthesis,3420,um2
Total GRT Usage,0.205,
ys cells,334,
switching share of power,0.199,
initial antenna violation count,0,
# rows,29,
Ant. Diodes,0,
"area leader, netlist",dfrtp_1,
Rel. slew slack,0.480,
Clock Skew,7.35,ps
post-CTS setup buffer count,0,
grt total ovfl,0,
DR WL/cell,15.0,um
routed wl met2,2950,um
RSZ-0062 raised after global routing,false,
antenna-violating nets left,0,
share of cells above drive strength 1,0.107,
clock root buffer,clkbuf_8,
placed wire-length estimate,4460,um
Area leader share,0.498,
Biggest register,cnt,
status,finished clean,
synth-to-layout area growth,8.42,%
clk latency late pin,330,ps
internal power,1.22,mW
Clock H-tree levels,3,
Pins Over Slew Limit,0,
Starting Density,0.529,
Slew @ Worst Pin,781,ps
Worst-path clk slew,70,ps
Comb pwr share,0.011,
CP Data Required Time,3480,ps
router iterations before antenna repair,6,
clock share of power,0.440,
ys flops,68,
first-pass GRT wire length,11300,um
CP Max Fanout,18,
Vias,2417,
Post-synth seq share,0.498,
post-CTS sizing,0,
clock sink count,68,
"Chip Area, Yosys",3420,um2
"Distinct cells, synth",46,
number of vias per cell,5.73,
metal3 WL,207,um
CP arrival,2520,ps
Die W,84.7,um
CP Capture Type,flop,
Log Warnings,30,
Pwr per Cell Area,410,nW/um2
max reg flops,26,
Max Used Layer,met4,
yosys warns,2,
Port Buffers,2,
number of global-route vias before repair,2378,
number of buffers created by CTS,9,
Core Box Area,6460,um2
Finish-stage setup viols,0,
WL final,6310,um
Hold WC Path Type,primary input to async pin,
I/O pin total,3,
Tcrit/Tclk final,0.708,
final hold violations,0,
Max-cap violations,0,
TritonCTS clock tree,done,
Synth Instances,334,
registers with the most flip-flops,"cnt: 26 flops, u_uart_top.div_cnt: 18 flops",
Area contributors post-synth,"dfrtp_1, xnor2_1, nand4_1, nor2_1, ha_1",
total net switching power,302,uW
P_leak,1.58,nW
post-layout min period,2340,ps
-- worst paths after layout --
| path | end | startpoint | slack, ps |
|---|---|---|---|
| worst max register to register | u_uart_top.div_cnt[9]$_DFF_PN0_ | u_uart_top.div_cnt[15]$_DFF_PN0_ | 960 |
| min in group clk0 | data_reg[7]$_DFFE_PN0P_ | data_reg[7]$_DFFE_PN0P_ | 470 |
| worst max-delay path | u_uart_top.div_cnt[9]$_DFF_PN0_ | u_uart_top.div_cnt[15]$_DFF_PN0_ | 960 |
| max in group asynchronous | cnt[17]$_DFF_PN0_ | rstn | 2290 |
| worst min-delay path | data_reg[7]$_DFFE_PN0P_ | rstn | 280 |
| worst min register to register | data_reg[7]$_DFFE_PN0P_ | data_reg[7]$_DFFE_PN0P_ | 470 |
-- power by group through the flow --
stage / combinational (mW) / clock (mW) / sequential (mW)
5_1_grt: 0.0214 / 0.723 / 0.832
4_1_cts: 0.0188 / 0.689 / 0.833
6_report: 0.0173 / 0.668 / 0.833
-- critical path, cell delays in order, from the launching register on --
cell	delay [ps]
dfrtp_1	420
nor4_1	390
nand4_1	430
o31ai_4	830
nor2_1	120
-- cells in the final DEF, fill, tap and decap left out, drive strengths merged, types with 2 or more instances in the layout --
master / instances
nor3: 6
or3: 12
nor2b: 2
inv: 12
clkbuf: 12
buf: 5
nor2: 31
mux2i: 4
o21ai: 14
mux2: 9
a21oi: 13
nand2: 20
nand3: 18
and4: 5
and3: 4
o31ai: 3
ha: 9
nor4: 14
nand4: 22
dfrtp: 68
or4: 7
xor2: 11
and2: 3
xnor2: 23
-- per-stage QoR --
step           total power [mW]  cell area, um2  worst slack, ps
2_1_floorplan             0.849            3420             1440
3_3_place_gp              0.868            3520             1100
3_5_place_dp              0.868            3520              995
4_1_cts                    1.54            3710             1000
5_1_grt                    1.58            3710              727
6_report                   1.52            3710              965
-- area by class of cell --
type                    count  area (um2)
inverters                  12        45.0
clock buffers              12         155
well taps                  77        96.3
flip-flops and latches     68        1700
clock inverters             2        35.0
fillers                   542        2750
repair buffers              6        45.0
multi-input cells         245        1630
-- layer usage --
layer / GRT usage / vias up
li1: - / 1235
met1: 0.319 / 1139
met2: 0.325 / 34
met3: 0.0388 / 9
met4: 0.0277 / 0
met5: 0 / -
-- kinds of logic (layout without fill, tap and decap cells) --
group,after synthesis,in the layout,share of synthesized area
flops,68,68,0.498
fa+ha+maj,9,9,0.0329
compound gates,43,43,0.0827
buf+inv,21,32,0.0260
mux,13,13,0.0413
simple gates,146,146,0.232
xor+xnor,34,34,0.0871
Power and IR drop assume default switching activity.
